==> flow/design.v <==
`timescale 1ns / 1ps
module RegisterMemory(rs1,rs2,rd,WriteData,RegWrite,Data1,Data2,clk);
input    clk;      
input    RegWrite; 
input  [4:0] rs1;        
input  [4:0] rs2;        
input  [4:0] rd;     
input  [63:0] WriteData; 
output  [63:0] Data1;    
output  [63:0] Data2;    
reg [63:0] RF [31:0];
assign Data1 = RF[rs1];
assign Data2 = RF[rs2];
always @ (posedge clk ) begin
  if(RegWrite) begin
    RF[rd] <= WriteData;
  end
end
endmodule
==> flow/run.sh <==
#!/bin/bash
# OpenROAD 26Q1-2900-gdf79404cd8, Yosys 0.63+post, stock flow scripts
make -C /OpenROAD-flow-scripts/flow DESIGN_CONFIG=/design/flow/config.mk WORK_HOME=/design/flow/orfs finish
==> flow/config.mk <==
export PLATFORM = sky130hd
export DESIGN_NAME = RegisterMemory
export DESIGN_NICKNAME = RegisterMemory
export VERILOG_FILES = /design/flow/design.v
export SDC_FILE = /design/flow/constraint.sdc
export NUM_CORES = 4
export LEC_CHECK = 1
export CORE_UTILIZATION = 50
==> flow/constraint.sdc <==
current_design RegisterMemory

set clk_period 13.8
set clk_io_pct 0.2

create_clock -name clk0 -period $clk_period [get_ports {clk}]

set non_clock_inputs [all_inputs -no_clocks]
set_input_delay [expr $clk_period * $clk_io_pct] -clock clk0 $non_clock_inputs
set_output_delay [expr $clk_period * $clk_io_pct] -clock clk0 [all_outputs]
==> results.tsv <==
stage	metric	value	unit
floorplanning	core area	186000	um2
final_timing	pin slew with the least headroom to its limit	990	ps
synthesis	ys cells	4313	
final_timing	post-layout period usage of the worst path	67.3	%
floorplanning	Die Wd	436	um
clock_network	CTS Hold Buffers Added	0	
pwr	Switching Fraction	22.1	%
run	MaxCap Viol Count	0	
synthesis	Synth Warn #	1	
setup_path	Worst setup EP type	primary output	
floorplanning	number of placement rows	158	
pwr	clock network power share	41.1	%
detailed_routing	drt wl/cell	38.4	um
detailed_routing	Post-DRT Antenna Nets	0	
synthesis	yosys stat area	94100	um2
setup_path	largest fanout on the critical path	40	
final_layout	post-route insts no fill	7306	
final_timing	fmax	108	MHz
setup_path	Crit Path Class	input pin to primary output	
final_timing	Hold Fails Final Rpt	0	
placement	routability congestion estimate	0.868	
detailed_routing	Iteration-0 DRC Markers	2947	
final_timing	unrepaired setup endpoints after global routing	false	
clock_network	Clock Sinks	2048	
synthesis	#FFs+latches synth	2048	
detailed_routing	drt pass-1 iters	5	
pwr	NetSw	3.06	mW
pwr	Sequential Power Share	50.3	%
synthesis	Post-synth EDFFs	2048	
final_layout	Reg with most FFs	RF	
setup_path	CP top delay family	buffers and inverters	
final_layout	layout cells sized above 1	35.6	%
setup_path	Buf/Inv on CP	5	
floorplanning	Pre-Place Util	50.5	%
global_route	vias in the first global route	56300	
final_timing	max_slew headroom	33.7	%
final_layout	FF/Latch Area	61500	um2
pwr	power density relative to cell area	129	nW/um2
detailed_routing	Routed Wire Length	281000	um
placement	Port Buffers	208	
final_timing	TNS Setup	0	ps
synthesis	Mean Syn Cell Area	21.8	um2
final_layout	Top Registers	RF (2048)	
global_route	largest net degree at the start of global routing	84	
final_layout	P&R area growth vs syn	13.5	%
global_route	initial antenna violation count	10	
synthesis	number of library cell types mapped by synthesis	38	
synthesis	Post-synth ARST share	0	%
setup_path	Startpoint Class	input pin	
placement	Cells after DPL	6905	
final_timing	Final setup viols	0	
setup_path	slowest CP cell	buf_4	
setup_path	crit path DRT	11040	ps
final_layout	Largest register FFs	2048	
outcome	status	finished clean	
setup_path	worst stage delay on the critical path	630	ps
synthesis	Post-synth top flop	edfxtp_1	
pwr	Leak	34.0	nW
clock_network	setup repair bufs after CTS	0	
detailed_routing	# DRC	0	
pwr	Max IR drop VDD	119	uV
clock_network	depth of the CTS H-tree	4	
synthesis	Syn Inst Count	4313	
clock_network	Clock Path Buffers	3	
synthesis	Synth Cell Area	94100	um2
clock_network	root buffer cell	clkbuf_16	
pwr	Internal	10.8	mW
clock_network	Clk pin slew, worst setup/hold paths	60	ps
floorplanning	chip area	190000	um2
min_path	HP Class	input pin to flip-flop	
detailed_routing	number of vias per cell	6.76	
global_route	grt total ovfl	0	
run	Tool Warnings	26	
final_layout	filler instances	13400	
placement	post-DP HPWL	156000	um
floorplanning	Die Ht	436	um
setup_path	Most common cell on crit path	buf_4	
global_route	global-route wire length before repair	402000	um
synthesis	Seq/Total Area, Yosys	65.4	%
final_timing	fin. max-slew vios	0	
final_layout	combinational gate area	31100	um2
pwr	Total Power	13.8	mW
clock_network	TritonCTS buffer count	212	
setup_path	Critical Path AT	6520	ps
final_timing	fin crit period	9280	ps
setup_path	cell chain of the critical path	buf_8 -> buf_4 -> buf_4 -> buf_4 -> mux4_2 -> mux2i_1 -> o22ai_1 -> a211o_1 -> clkdlybuf4s50_1	
detailed_routing	vias	49400	
clock_network	post-CTS sizing	0	
clock_network	CTS tree	built	
global_route	total track usage	34.1	%
pwr	combinational group share of total power	8.6	%
floorplanning	I/O pin count	209	
-- kinds of logic (layout without fill, tap and decap cells) --
family	count (synthesis)	after routing	synth area share [%]
buf+inv	348	856	1.94
flops	2048	2048	65.4
mux	1457	1457	29.4
simple gates	184	184	0.880
other cells	0	5	0
compound gates	276	276	2.44
-- cell type report --
class	count	share of cell area, %
Clock inverter	144	1.26
Tap cell	2480	2.90
Multi-Input combinational cell	1917	29.1
Sequential cell	2048	57.6
Antenna cell	5	0.0117
Timing Repair Buffer	459	3.97
Inverter	1	0.0105
Clock buffer	252	5.17
-- metal layers --
| metal | global-route usage [%] | routed length, um | up-vias |
|---|---|---|---|
| met4 | 8.90 | 9770 | 34 |
| li1 | - | - | 19900 |
| met3 | 27.4 | 53600 | 568 |
| met2 | 47.7 | 133000 | 3737 |
| met5 | 1.61 | 543 | - |
| met1 | 43.6 | 84200 | 25200 |
-- synth_stat cells, drive strengths merged, types with 2 or more instances --
library cell,count,area [um2]
a2111oi,4,35.0
a211o,4,35.0
a211oi,6,45.0
a21o,4,30.0
a21oi,4,20.0
a221oi,93,815
a22o,33,289
a22oi,18,135
a32o,38,380
a32oi,4,35.0
and2,5,31.3
and3,4,25.0
buf,255,1480
clkbuf,92,345
edfxtp,2048,61500
mux2,56,631
mux2i,362,3620
mux4,1039,23400
nand2,87,327
nand2b,4,25.0
nand3,2,10.0
nand3b,5,37.5
nor2,46,173
nor2b,19,119
nor4,4,25.0
o21a,22,165
o221ai,4,35.0
o22ai,38,238
o41ai,4,35.0
or2,2,12.5
or3,2,12.5
or3b,3,26.3
-- metrics by stage --
| step | hold WS (ps) | area (um2) | utilization (%) | setup WS [ps] |
|---|---|---|---|---|
| 4_1_cts | 2610 | 107000 | 57.4 | 4410 |
| 2_1_floorplan | 2860 | 94100 | - | 6680 |
| 3_3_place_gp | 3520 | 100000 | 53.7 | 4330 |
| 3_5_place_dp | 3530 | 100000 | 53.7 | 4420 |
| 6_report | 2670 | 107000 | 57.4 | 4520 |
| 5_1_grt | 2680 | 107000 | 57.4 | 4170 |
-- power groups by stage --
stage	sequential, mW	combinational, mW	clock, mW
6_report	6.95	1.19	5.68
5_1_grt	6.96	1.27	5.98
4_1_cts	6.95	1.21	5.75
-- cell usage in the layout (no fill, tap or decap), types with 4 or more instances in the layout --
cell type,count
nand2_1,87
a211o_1,4
a22o_1,33
a32oi_1,4
clkinvlp_4,6
buf_4,234
clkbuf_1,37
a21oi_1,4
clkbuf_16,215
o41ai_1,4
mux2_2,56
diode_2,5
and3_1,4
nor2_4,35
nor2b_4,6
a2111oi_0,4
o221ai_1,4
nor2b_1,12
clkinv_2,48
a22oi_1,18
inv_6,8
buf_8,5
a211oi_1,6
a32o_1,38
o22ai_1,38
o21a_1,22
nor2_1,11
buf_12,20
a21o_1,4
nand3b_1,5
bufinv_16,24
nor4_1,4
clkinv_1,53
clkdlybuf4s50_1,198
a221oi_1,93
edfxtp_1,2048
mux2i_1,362
mux4_2,1039
-- final timing paths --
check / depth (start not counted) / start / slack (ps) / end
worst max-delay path: 9 / rs1[0] / 4520 / Data1[54]
worst min-delay path: 1 / WriteData[44] / 2670 / RF[1][44]
No activity file was given, so power comes from the tool's default toggle rates.
