File: ./run.sh
#!/bin/bash
# OpenROAD 26Q1-2900-gdf79404cd8, Yosys 0.63+post, stock flow scripts
make -C /OpenROAD-flow-scripts/flow DESIGN_CONFIG=/design/flow/config.mk WORK_HOME=/design/flow/orfs finish
File: ./config.mk
export PLATFORM = sky130hd
export DESIGN_NAME = ALU
export DESIGN_NICKNAME = ALU
export VERILOG_FILES = /design/flow/design.v
export SDC_FILE = /design/flow/constraint.sdc
export NUM_CORES = 4
export LEC_CHECK = 1
export CORE_UTILIZATION = 40
File: ./constraint.sdc
current_design ALU

set clk_period 44.9
set clk_io_pct 0.2

create_clock -name clk0 -period $clk_period

set non_clock_inputs [all_inputs -no_clocks]
set_input_delay [expr $clk_period * $clk_io_pct] -clock clk0 $non_clock_inputs
set_output_delay [expr $clk_period * $clk_io_pct] -clock clk0 [all_outputs]
File: ./design.v
module ALU(A,B,ALUcontrol,ALUresult,Zero);
 input  [63:0] A;  
 input  [63:0] B; 
 input  [3:0] ALUcontrol; 
 output reg [63:0] ALUresult;
 output Zero;
assign Zero = (ALUresult == 0); 
always @(ALUcontrol,A,B)
  case(ALUcontrol)
    4'b0010:  ALUresult = A + B;  
    4'b0110:  ALUresult = A - B;  
    4'b0000:  ALUresult = A & B;  
    4'b0001:  ALUresult = A | B;  
    default : ALUresult <= 0; 
  endcase
endmodule
==> flow_metrics.tcl <==
# place-and-route summary
set metrics [dict create \
    synth_cells 1079 \
    initCoreUtil_pct 41.1 \
    num_rows 48 \
    maxSlewViolCount 0 \
    p_leak_nw 3.60 \
    cp_max_fo 12 \
    fp.dieW_microns 136 \
    fin_tns_setup_ns 0 \
    ys_seq_share_pct 0 \
    logic_area_sq_um 6840 \
    ys_cells 1079 \
    required_ns 35.92 \
    grt_pass1_wl_mm 46.6 \
    yosys_area_sq_um 7140 \
    hold_buffers 0 \
    fill_cells 1740 \
    finalWorstPathRequiredPeriod_ns 26.64 \
    critPathLaunchType "primary input" \
    die_h_microns 136 \
    rsz0062_at_grt "false" \
    worst_slack_ns 18.26 \
    hold_viol 0 \
    final_cell_mix "clkdlybuf4s50_1 (196), nand2_1 (134), a21oi_1 (102)" \
    wire_per_inst_microns 21.0 \
    drcViolationCount 0 \
    peakVddDrop_mv 0.00721 \
    num_antenna_cells 0 \
    post_cts_buffers 0 \
    drv_cap 0 \
    endpoint_kind "output pin" \
    grtUsageTotal_pct 33.0 \
    numPortBuffers 197 \
    synth.top_cell.area_share_pct 11.6 \
    antenna_found_initial 0 \
    tightest_slew_ns 1.22 \
    ios 197 \
    synth_top_cell_by_area "ha_1" \
    grt_pass1_vias 8405 \
    worstSetupPathType "primary input to output pin" \
    ys_warn_count 1 \
    grt-ovfl-total 0 \
    clock_buffers 0 \
    drt_iter0_drc 668 \
    area_leaders "ha_1 (12%), xor2_1 (8.6%), maj3_1 (7.7%)" \
    hold_path_class "primary input to output pin" \
    regArea_sq_um 0 \
    final_antenna_net_count 0 \
    synth_area_sq_um 7140 \
    pre_cts_ws_ns 18.51 \
    stdcell_area_sq_um 9240 \
    timing.max_slew.rel_slack_pct 16.6 \
    status "finished clean" \
    fin_util_pct 53.2 \
    cp.arrival_ns 17.66 \
    die_area_sq_um 18400 \
    post-route-period-util_pct 59.3 \
    core_sq_um 17400 \
    grt_max_degree 52 \
    log.warning_count 34 \
    layout_top_cell "clkdlybuf4s50_1" \
    gp_congestion 1.01 \
    num_vias 8996 \
    layout-drive-gt1-share_pct 3.51 \
    power_density_nw_per_um2 13.8 \
    viasPerCell 6.20 \
    setup_viol 0 \
    synth_area_per_cell_sq_um 6.62 \
    area_delta_synth_final_pct 29.3 \
    ys_types 76 \
    seq_cells 0 \
    cts_resized 0 \
    dr.pass1.iters 5 \
    fmax_ghz 0.0375 \
    total_power_mw 0.127 \
    wirelength_mm 30.5 \
    dp_hpwl_mm 25.1 \
    place_area_sq_um 9240 \
]
==> final timing paths <==
check                 slack, ns  cells after the start          start           end
worst max-delay path      18.26                     25           B[4]          Zero
worst min-delay path      19.00                      5  ALUcontrol[0]  ALUresult[4]
==> metal layers <==
| layer | up-vias | global-route usage, % | wire [microns] |
|---|---|---|---|
| met5 | - | 0 | 0 |
| met2 | 407 | 55.0 | 13800 |
| met1 | 4144 | 46.1 | 13700 |
| met3 | 49 | 2.02 | 2080 |
| met4 | 0 | 8.49 | 867 |
| li1 | 4396 | - | - |
==> power breakdown <==
| part | total [mW] | leakage, nW | switching, mW | internal [mW] |
|---|---|---|---|---|
| logic | 0.127 | 3.60 | 0.0712 | 0.0561 |
| registers | 0 | 0 | 0 | 0 |
| clock network | 0 | 0 | 0 | 0 |
| total | 0.127 | 3.60 | 0.0712 | 0.0561 |
==> final cells by class <==
cell class / instances / area share, %
Multi-Input combinational cell: 997 / 74.0
Timing Repair Buffer: 205 / 21.9
Tap cell: 225 / 3.05
Inverter: 24 / 0.975
==> synth_stat cells (all sizes together), types with 5 or more instances <==
library cell	n
a221oi	9
o41ai	6
maj3	55
o31ai	28
ha	66
nand2	134
nor4	19
o21ai	99
a21oi	105
a311oi	5
a31oi	7
o21bai	9
nand3	21
o211ai	10
a22o	6
buf	11
nor2b	7
or2	7
nand2b	7
nor2	67
clkbuf	47
nor3	26
or4	13
or3	14
a211oi	9
a21boi	6
o21a	16
a21o	31
inv	24
nand4	18
xor2	70
and3	14
xnor2	39
o22ai	6
and2	6
==> worst max-delay path: stages <==
cell             delay (ns)
clkdlybuf4s50_1        0.51
or4_4                  0.54
or3_4                  0.36
or4_4                  0.47
or4_4                  0.52
or3_4                  0.41
nor2_4                 0.15
nand4b_1               0.16
or2_4                  0.32
o21ai_0                0.21
xor2_1                 0.18
ha_1                   0.37
a21o_1                 0.21
a21o_1                 0.16
a21oi_1                0.19
nand2_1                0.09
o31ai_1                0.61
o21bai_1               0.21
xnor2_1                0.17
o21ai_0                0.24
a2111oi_0              1.10
nor4bb_1               0.45
nand4_1                0.16
a2111oi_2              0.33
clkdlybuf4s50_1        0.52
==> metrics by stage <==
| step | std cells | hold WS [ns] |
|---|---|---|
| after floorplan | 1079 | 18.10 |
| after global placement | 1451 | 19.01 |
| after detailed placement | 1451 | 19.00 |
| after CTS | 1451 | 19.01 |
| after global routing | 1451 | 19.06 |
| final | 1451 | 19.00 |
==> cell families after synthesis <==
kind of cell	share of synthesized area (%)
muxes	0.280
buffers and inverters	4.36
xor gates and xnor gates	13.4
AOI/OAI and AO/OA	35.7
adders and majority gates	19.6
and+or+nand+nor	26.8
Power and IR drop assume default switching activity.
