File: design/flow/config.mk
export PLATFORM = sky130hd
export DESIGN_NAME = Programcounter
export DESIGN_NICKNAME = Programcounter
export VERILOG_FILES = /design/flow/design.v
export SDC_FILE = /design/flow/constraint.sdc
export NUM_CORES = 4
export LEC_CHECK = 1
export CORE_UTILIZATION = 30
File: design/flow/constraint.sdc
current_design Programcounter

set clk_period 24.2
set clk_io_pct 0.2

create_clock -name clk0 -period $clk_period [get_ports {clk}]

set non_clock_inputs [all_inputs -no_clocks]
set_input_delay [expr $clk_period * $clk_io_pct] -clock clk0 $non_clock_inputs
set_output_delay [expr $clk_period * $clk_io_pct] -clock clk0 [all_outputs]
File: design/flow/design.v
`timescale 1ns/1ns
module Programcounter (clk, reset, cont,add);
input		clk; 
input		reset; 
input [63:0] add;
output	[63:0]	cont; 
reg	[63:0]	cont;
always @ (posedge clk)
begin
  if (reset)
    cont <= 16'h0;
  else if (add)
    cont <= cont + add; 
  else 
    cont <= cont + 1'b1;
end
endmodule
File: design/flow/run.sh
#!/bin/bash
# OpenROAD 26Q1-2900-gdf79404cd8, Yosys 0.63+post, stock flow scripts
make -C /OpenROAD-flow-scripts/flow DESIGN_CONFIG=/design/flow/config.mk WORK_HOME=/design/flow/orfs finish
==> metrics.csv <==
metric,value,unit
routability cong.,0.918,
Pre-Place Util,0.307,
Post-CTS Resized,0,
final core utilization,0.381,
CTS buffer count,9,
Largest register FFs,64,
Final Worst Setup Slack,15.46,ns
number of port buffers,129,
PwrDens,123,nW/um2
biggest regs,cont (64),
Mapped Area,6000,um2
Largest type area fraction,0.214,
Final Routed Wirelength,18.4,mm
diode count,0,
Final Hold Fails,0,
Net Sw Power,403,uW
RSZ-0062 raised after global routing,no,
Post-CTS Setup Inserts,0,
dpl ws,15.18,ns
Ports,130,
"Hold-fix buffers, CTS",0,
Critical Path RT,24.41,ns
CP max FO,4,
setup TNS,0,ns
Final Skew,0.00826,ns
Final Cell Area,7440,um2
DIE AREA,20600,um2
Fill cells,2039,
leakage,2.94,nW
WHS,0.673,ns
Synth Instances,797,
gr ovfl total,0,
DIE WIDTH,143,um
largest net degree at the start of global routing,45,
Final setup viols,0,
clk sinks,64,
CTS tree,built,
critical path class,input port to flop,
synth top area cells,"dfxtp_1 21%, ha_1 13%, a21oi_1 7.0%",
sequential cell area fraction in the yosys report,0.214,
flip-flops with a built-in enable,0,
Via Count,5768,
most frequent cell after synthesis,nor2_1,
Syn Area/Cell,7.53,um2
Critical Path AT,8.94,ns
CORE AREA,19500,um2
first-pass GRT wire length,29.4,mm
Final ANT Viol Nets,0,
fin cells,1116,
Avg WL per Cell,16.5,um
share of cells above drive strength 1,0.0646,
max-slew violation count,0,
DP Area,7150,um2
initial antenna violation count,0,
die y size,143,um
relative slew slack,0.455,
Logic pwr share,0.658,
GRT Total Usage,0.185,
Async SR Flop Fraction,0,
register share of total power,0.201,
YS warnings,1,
most flop-heavy register,cont,
Final HPWL DP,15.1,mm
OpenROAD warnings,25,
yosys stat cell total,797,
# DRC,0,
crit end category,flop,
DP Cell Count,1100,
1st-iter DRT viols,296,
Max IR drop VDD,0.0000433,V
yosys stat chip area,6000,um2
dominant register cell,dfxtp_1,
f_max,114,MHz
Worst-Margin Slew,0.810,ns
Yosys reg bits,64,
post-layout period usage of the worst path,0.361,
Clock power frac,0.141,
FP Rows,51,
Via density,5.17,
Synth top cells by count,"101 x nor2_1, 84 x a21oi_1, 71 x clkbuf_1",
Latency at later pin,0.34,ns
CP Launch Type,input port,
min Tclk post-route,8.74,ns
Root Driver,clkbuf_16,
H-tree levels,3,
switching share of power,0.441,
1st-pass router iterations,5,
Yosys cell types,80,
post-synth top area cell,dfxtp_1,
worst min path class,flop to flop,
clock buffer depth,2,
vias in the first global route,5622,
P&R area growth vs syn,23.9,%
Worst-path clk slew,0.05,ns
Max Cap Viol,0,
Internal,511,uW
status,completed,
total design power,914,uW
==> critical path: stages <==
cell	delay, ns
clkdlybuf4s50_1	0.43
nor4_1	0.73
nand4_1	0.20
o41ai_1	0.40
ha_1	0.24
fa_1	0.25
a211oi_2	0.10
o21ai_0	0.27
nand2_1	0.09
nand3_1	0.19
a2bb2oi_1	0.16
a211o_1	0.40
a211oi_1	0.38
o21ai_0	0.12
nor3b_1	0.14
==> layout by cell type, fill, tap and decap left out, types with 4 or more instances in the layout <==
cell,n
a211oi_1,7
a21o_1,16
a21oi_1,84
a21oi_2,7
a31oi_1,5
clkbuf_16,9
clkdlybuf4s50_1,128
dfxtp_1,64
ha_1,63
inv_1,17
nand2_1,64
nand2b_1,4
nand3_1,17
nand4_1,23
nor2_1,101
nor2b_1,9
nor3_1,10
nor4_1,18
o21a_1,7
o21ai_0,36
o21ai_1,7
o21bai_1,15
o31ai_1,8
or3_1,4
xnor2_1,26
xor2_1,25
==> power groups by stage <==
stage,Sequential (mW),Clock [mW],Combinational (mW)
final,0.184,0.129,0.602
after global routing,0.190,0.138,0.668
after CTS,0.185,0.133,0.599
==> cell type report <==
class / instances / area [um2] / area share
multi-input combinational: 624 / 4180 / 0.562
timing repair buffer: 130 / 1290 / 0.174
sequential: 64 / 1280 / 0.172
tap: 265 / 332 / 0.0446
clock buffer: 10 / 229 / 0.0308
inverter: 17 / 63.8 / 0.00858
clock inverter: 6 / 60.1 / 0.00808
==> final timing paths <==
kind / startpoint / to / slack [ns] / depth (start not counted)
max: add[30] / cont[60] / 15.46 / 15
min: cont[63] / cont[63] / 0.67 / 3
max reg2reg: cont[0] / cont[62] / 21.16 / 11
min reg2reg: cont[63] / cont[63] / 0.67 / 3
==> per-layer routing <==
metal	vias up	wire (um)	share of wire	global-route usage
li1	2938	-	-	-
met1	2665	9340	0.51	0.283
met2	147	7780	0.42	0.280
met3	18	989	0.054	0.0326
met4	0	314	0.017	0.0258
met5	-	0	0	0
==> kinds of logic (layout without fill, tap and decap cells) <==
| family | count (synthesis) | in the layout | synth area share |
|---|---|---|---|
| XOR/XNOR | 51 | 51 | 0.0744 |
| flip-flops | 64 | 64 | 0.214 |
| multiplexers | 4 | 4 | 0.00855 |
| AND-OR/OR-AND | 233 | 233 | 0.260 |
| adder cells (fa/ha/maj) | 64 | 64 | 0.135 |
| AND/OR/NAND/NOR | 272 | 272 | 0.219 |
| buffers and inverters | 109 | 163 | 0.0903 |
Power and IR drop assume default switching activity.
